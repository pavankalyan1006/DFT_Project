**./run.sh**
```bash
#!/bin/bash
# OpenROAD 26Q1-2900-gdf79404cd8, Yosys 0.63+post, stock flow scripts
make -C /OpenROAD-flow-scripts/flow DESIGN_CONFIG=/design/flow/config.mk WORK_HOME=/design/flow/orfs finish
```
**./config.mk**
```make
export PLATFORM = sky130hd
export DESIGN_NAME = BIST
export DESIGN_NICKNAME = BIST
export VERILOG_FILES = /design/flow/design.v
export SDC_FILE = /design/flow/constraint.sdc
export NUM_CORES = 4
export LEC_CHECK = 1
export CORE_UTILIZATION = 40
```
**./constraint.sdc**
```tcl
current_design BIST

set clk_period 1.6
set clk_io_pct 0.2

create_clock -name clk0 -period $clk_period [get_ports {lfsrclk1}]
create_clock -name clk1 -period $clk_period [get_ports {lfsrclk2}]
create_clock -name clk2 -period $clk_period [get_ports {misrclk}]

set non_clock_inputs [all_inputs -no_clocks]
set_input_delay [expr $clk_period * $clk_io_pct] -clock clk0 $non_clock_inputs
set_output_delay [expr $clk_period * $clk_io_pct] -clock clk0 [all_outputs]
```
**./design.v**
```verilog
module BIST (signature, lfsrclk1, lfsrclk2, misrclk, rst, enb, fault_control, fault_places, cutinp);
    output [4:0] signature;
    output [9:0] cutinp;
    input lfsrclk1, lfsrclk2, misrclk, enb, rst;
    input [50:0] fault_control, fault_places;
    wire [9:0] inp, multout;
    wire [4:0] misrinput, sig;
    reg flag;
    reg [3:0] state;
    reg [4:0] misrinp;
    initial begin
        flag <= 1'b1;
        state <= 1'b0;
    end
    assign misrinput = misrinp;
    assign cutinp = inp;
    bit_5_lfsr L1(.out(inp[4:0]), .enb(enb), .clk(lfsrclk1), .reset(rst));
    bit_5_lfsr L2(.out(inp[9:5]), .enb(enb), .clk(lfsrclk2), .reset(rst));
    mult5 C1(.A(inp[4:0]), .B(inp[9:5]), .out(multout), .fault_control(fault_control), .fault_places(fault_places));
    bit_10to5_misr M1(.out(signature), .M(misrinput), .enb(enb), .clk(misrclk), .reset(rst));
    always @(posedge misrclk)
    begin
        if (flag==1'b1)
	    begin
	        misrinp <= multout[9:5];
	        flag <= 1'b0;
        end
        else
        begin
            misrinp <= multout[4:0];
           flag <= 1'b1;
        end
    end
endmodule
module bit_5_lfsr (out, enb, clk, reset);
    output reg [4:0] out;
    input enb, clk, reset;
    wire feed_back, feed_back2, feed_back3, temp;
    always @(posedge clk or negedge reset)
    begin
        if (!reset)
        begin
            out <= 5'b00001 ;
        end
        else if (enb)
        begin
            out <= {out[3],out[2], out[1], out[0], out[4]};
        end
    end
endmodule
module bit_10to5_misr (out, M, enb, clk, reset);
    output reg[4:0] out;
    input enb, clk, reset;
    input [4:0] M;
    wire feed_back1, feed_back2, feed_back3, feed_back4, feed_back5;
    assign feed_back1 = (out[4] ^ M[0]);
    assign feed_back2 = (out[0] ^ M[1]);
    assign feed_back3 = (out[1] ^ out[4] ^ M[2]);
    assign feed_back4 = (out[2] ^ out[4] ^ M[3]);
    assign feed_back5 = (out[3] ^ M[4]);
    always @(posedge clk or negedge reset) 
    begin
        if (!reset)
        begin
            out <= 5'b0 ;
        end
        else if (enb)
        begin
            out <= {feed_back5,feed_back4,feed_back3,feed_back2,feed_back1};
        end
    end
endmodule
module half_adder(A, B, sum, c_out);
    input A, B;
    output sum, c_out;
    assign sum = A^B;
    assign c_out = A&B;
endmodule
module full_adder(A, B, c_in, sum, c_out);
    input A, B, c_in;
    output sum, c_out;
    assign sum = A^B^c_in;
    assign c_out = (A&B)|((A^B)&c_in); 
endmodule
module mult5(A, B, out, fault_control, fault_places);
    input [4:0] A, B;
    input [50:0] fault_control, fault_places;
    output [9:0] out;
    wire [9:0] Z;
    wire c1, c2, c3, c4, c5, c6, c7, c8, c9, c10, c11, c12, c13, c14, c15, c16, c17, c18, c19;
    wire s1, s2, s3, s4, s5, s6, s7, s8, s9, s10, s11, s12;
    wire [50:0] fault;
    assign fault[0] = (fault_places[0] == 0)?A[0]:fault_control[0];
    assign fault[1] = (fault_places[1] == 0)?A[1]:fault_control[1];
    assign fault[2] = (fault_places[2] == 0)?A[2]:fault_control[2];
    assign fault[3] = (fault_places[3] == 0)?A[3]:fault_control[3];
    assign fault[4] = (fault_places[4] == 0)?A[4]:fault_control[4];
    assign fault[5] = (fault_places[5] == 0)?B[0]:fault_control[5];
    assign fault[6] = (fault_places[6] == 0)?B[1]:fault_control[6];
    assign fault[7] = (fault_places[7] == 0)?B[2]:fault_control[7];
    assign fault[8] = (fault_places[8] == 0)?B[3]:fault_control[8];
    assign fault[9] = (fault_places[9] == 0)?B[4]:fault_control[9];
    assign fault[10] = (fault_places[10] == 0)?Z[0]:fault_control[10];
    assign fault[11] = (fault_places[11] == 0)?Z[1]:fault_control[11];
    assign fault[12] = (fault_places[12] == 0)?Z[2]:fault_control[12];
    assign fault[13] = (fault_places[13] == 0)?Z[3]:fault_control[13];
    assign fault[14] = (fault_places[14] == 0)?Z[4]:fault_control[14];
    assign fault[15] = (fault_places[15] == 0)?Z[5]:fault_control[15];
    assign fault[16] = (fault_places[16] == 0)?Z[6]:fault_control[16];
    assign fault[17] = (fault_places[17] == 0)?Z[7]:fault_control[17];
    assign fault[18] = (fault_places[18] == 0)?Z[8]:fault_control[18];
    assign fault[19] = (fault_places[19] == 0)?Z[9]:fault_control[19];
    assign fault[20] = (fault_places[20] == 0)?c1:fault_control[20];
    assign fault[21] = (fault_places[21] == 0)?c2:fault_control[21];
    assign fault[22] = (fault_places[22] == 0)?c3:fault_control[22];
    assign fault[23] = (fault_places[23] == 0)?c4:fault_control[23];
    assign fault[24] = (fault_places[24] == 0)?c5:fault_control[24];
    assign fault[25] = (fault_places[25] == 0)?c6:fault_control[25];
    assign fault[26] = (fault_places[26] == 0)?c7:fault_control[26];
    assign fault[27] = (fault_places[27] == 0)?c8:fault_control[27];
    assign fault[28] = (fault_places[28] == 0)?c9:fault_control[28];
    assign fault[29] = (fault_places[29] == 0)?c10:fault_control[29];
    assign fault[30] = (fault_places[30] == 0)?c11:fault_control[30];
    assign fault[31] = (fault_places[31] == 0)?c12:fault_control[31];
    assign fault[32] = (fault_places[32] == 0)?c13:fault_control[32];
    assign fault[33] = (fault_places[33] == 0)?c14:fault_control[33];
    assign fault[34] = (fault_places[34] == 0)?c15:fault_control[34];
    assign fault[35] = (fault_places[35] == 0)?c16:fault_control[35];
    assign fault[36] = (fault_places[36] == 0)?c17:fault_control[36];
    assign fault[37] = (fault_places[37] == 0)?c18:fault_control[37];
    assign fault[38] = (fault_places[38] == 0)?c19:fault_control[38];
    assign fault[39] = (fault_places[39] == 0)?s1:fault_control[39];
    assign fault[40] = (fault_places[40] == 0)?s2:fault_control[40];
    assign fault[41] = (fault_places[41] == 0)?s3:fault_control[41];
    assign fault[42] = (fault_places[42] == 0)?s4:fault_control[42];
    assign fault[43] = (fault_places[43] == 0)?s5:fault_control[43];
    assign fault[44] = (fault_places[44] == 0)?s6:fault_control[44];
    assign fault[45] = (fault_places[45] == 0)?s7:fault_control[45];
    assign fault[46] = (fault_places[46] == 0)?s8:fault_control[46];
    assign fault[47] = (fault_places[47] == 0)?s9:fault_control[47];
    assign fault[48] = (fault_places[48] == 0)?s10:fault_control[48];
    assign fault[49] = (fault_places[49] == 0)?s11:fault_control[49];
    assign fault[50] = (fault_places[50] == 0)?s12:fault_control[50];
    assign Z[0] = fault[0]&fault[5];
    half_adder H1(fault[1]&fault[5], fault[0]&fault[6], Z[1], c1);
    full_adder F1(fault[2]&fault[5], fault[1]&fault[6], fault[20], s1, c2);
    full_adder F2(fault[3]&fault[5], fault[2]&fault[6], fault[21], s2, c3);
    full_adder F3(fault[4]&fault[5], fault[3]&fault[6], fault[22], s3, c4);
    full_adder F4(1'b0, fault[4]&fault[6], fault[23], s4, c5);
    half_adder H2(fault[39], fault[0]&fault[7], Z[2], c6);
    full_adder F5(fault[40], fault[1]&fault[7], fault[25], s5, c7);
    full_adder F6(fault[41], fault[2]&fault[7], fault[26], s6, c8);
    full_adder F7(fault[42], fault[3]&fault[7], fault[27], s7, c9);
    full_adder F8(fault[24], fault[4]&fault[7], fault[28], s8, c10);
    half_adder H3(fault[43], fault[0]&fault[8], Z[3], c11);
    full_adder F9(fault[44], fault[1]&fault[8], fault[30], s9, c12);
    full_adder F10(fault[45], fault[2]&fault[8], fault[31], s10, c13);
    full_adder F11(fault[46], fault[3]&fault[8], fault[32], s11, c14);
    full_adder F12(fault[29], fault[4]&fault[8], fault[33], s12, c15);
    half_adder H4(fault[47], fault[0]&fault[9], Z[4], c16);
    full_adder F13(fault[48], fault[1]&fault[9], fault[35], Z[5], c17);
    full_adder F14(fault[49], fault[2]&fault[9], fault[36], Z[6], c18);
    full_adder F15(fault[50], fault[3]&fault[9], fault[37], Z[7], c19);
    full_adder F16(fault[34], fault[4]&fault[9], fault[38], Z[8], Z[9]);
    assign out = fault[19:10];
endmodule
```
==> impl_metrics.csv <==
group,metric,value,unit
power,p_sw,0.5773,mW
synth,syn_avg_cell_area,11.15,um2
floorplanning,rows,23,
clock_tree,clock_sinks,21,
floorplanning,core,0.004144,mm2
floorplanning,initial_core_util,0.4333,
critical_path,crit_slowest_cell,"dfstp_2",
final_layout,most-common-layout-cells,"clkdlybuf4s50_1, nor2_1, buf_4, mux2_4",
clock_tree,cts_tree,"yes",
routing,wirelength,5.959,mm
power,p_int,1.766,mW
floorplanning,dieArea,0.004760,mm2
synth,yosys_area,0.001795,mm2
final_layout,syn_to_final_growth,98.05,%
routing,drt_iter0_markers,33,
power,comb_power_share,0.399,
power,cellPowerDensity,658.9,mW/mm2
synth,ys_cells,161,
routing,first_pass_iters,4,
synth,synth_seq_share,0.2774,
critical_path,critPathArrivalTime,7610,ps
placement,numPortBuffers,119,
critical_path,critPathKind,"reg -> reg",
final_timing,setup_violations,6,
final_timing,hold_viol,0,
critical_path,cp_max_fo,2,
run,warnings,30,
grt,grt_max_degree,19,
placement,place_hpwl,4.747,mm
grt,antenna_found_initial,0,
critical_path,timing.rr.start,"L2.out[0]$_DFFE_PN1P_",
critical_path,required,1770,ps
power,vdd_drop_max,0.0007005,V
placement,gp_congestion,0.7877,
power,switching_share,0.2464,
placement,dp.cells,349,
synth,synth_flops,21,
grt,grt_overflow_total,0,
final_layout,lay_top_count,"clkdlybuf4s50_1",
final_layout,drive_gt1_frac,0.2722,
run,drv_cap,0,
routing,antenna_left,0,
final_layout,final_cell_count_no_fill,366,
critical_path,crit_top_cell,"fa_2",
final_timing,tns,-25860,ps
routing,num_vias,1827,
run_status,status,"finished with violations",
routing,drc,0,
routing,wl_per_cell,16.28,um
critical_path,r2r-end,"misrinp[3]$_DFF_P_",
synth,ys_warn_count,3,
clock_tree,cts_hold_buf,0,
synth,synth.distinct_cells,21,
final_timing,finClkSkew,3.892,ps
final_timing,worst_slack,-5843,ps
floorplanning,die_y,69.00,um
critical_path,slowest_delay,550,ps
critical_path,r2r_slack,-5840,ps
final_timing,tightest_slew,386.4,ps
final_layout,fill_cells,213,
final_timing,hold_slack,399.0,ps
critical_path,startpoint_type,"flop",
min_path,hp-class,"in -> async",
routing,antennaDiodeCount,0,
grt,gr-usage-all-layers,0.2670,
routing,viasPerCell,4.992,
synth,syn_area,0.001795,mm2
final_timing,relSlewSlack,0.7420,
power,p_leak,1.545,nW
critical_path,worstSetupEndpointType,"flop",
grt,grt_pass1_vias,1914,
critical_path,worstRegToRegCells,25,
final_timing,rsz0062_at_grt,"yes",
power,pwr-share-seq,0.286,
clock_tree,clkTransAtPathRegs,50,ps
run_status,violations,"setup timing",
synth,synthCells,161,
floorplanning,die_w,69.00,um
power,clockPowerShare,0.315,
grt,grt_pass1_wl,8.811,mm
power,finalPower,2.343,mW
final_timing,finalMaxSlewViolations,0,
floorplanning,io-pin-count,122,
==> how the worst max path moves through the flow <==
stage,from,endpoint,slack [ps]
4_1_cts,L2.out[0]$_DFFE_PN1P_,misrinp[3]$_DFF_P_,-5870
6_report,L2.out[0]$_DFFE_PN1P_,misrinp[3]$_DFF_P_,-5840
5_1_grt,L2.out[0]$_DFFE_PN1P_,misrinp[3]$_DFF_P_,-6050
==> worst max-delay path, delay by kind of cell (launching register included) <==
family / cells / cell delay, ps
AND-OR/OR-AND: 2 / 150
buffers and inverters: 1 / 120
AND/OR/NAND/NOR: 2 / 350
multiplexers: 10 / 2380
adder cells (fa/ha/maj): 10 / 3840
flip-flops: 1 / 550
==> power by group through the flow <==
stage	Clock, mW	Sequential (mW)	Combinational, mW
CTS	0.751	0.672	0.917
finish	0.737	0.670	0.936
global route	0.792	0.685	1.03
==> state kept, by name, indices dropped and copies added (netlist names) <==
name / count
misrinp: 5
L2.out: 5
M1.out: 5
flag: 1
L1.out: 5
==> synth_stat cells <==
| cell | number | area share |
|---|---|---|
| or2_1 | 4 | 0.014 |
| mux2i_1 | 21 | 0.12 |
| inv_1 | 4 | 0.0084 |
| dfxtp_1 | 6 | 0.067 |
| or3_1 | 1 | 0.0035 |
| a22oi_2 | 1 | 0.0070 |
| nand2_1 | 1 | 0.0021 |
| a211oi_1 | 4 | 0.017 |
| a21oi_1 | 10 | 0.028 |
| nor2_1 | 25 | 0.052 |
| mux2_2 | 8 | 0.050 |
| o21ai_0 | 1 | 0.0028 |
| mux2_1 | 26 | 0.16 |
| buf_2 | 2 | 0.0056 |
| xnor2_1 | 7 | 0.034 |
| fa_1 | 15 | 0.17 |
| dfrtp_1 | 13 | 0.18 |
| nor2b_1 | 4 | 0.014 |
| clkbuf_1 | 1 | 0.0021 |
| ha_1 | 5 | 0.035 |
| dfstp_2 | 2 | 0.029 |
==> what timing repair did <==
item,4_1_cts,5_1_grt
resized,17,11
setup endpoints to repair,7,6
setup buffers,5,0
pin swaps,9,3
==> area by class of cell <==
class                   instances  area [um2]  share of cell area
well taps                      50       62.56             0.01759
repair buffers                146        1414              0.3976
clock buffers                  12       135.1             0.03800
multi-input cells             133        1431              0.4025
inverters                       4       15.01            0.004222
flip-flops and latches         21       498.0              0.1400
==> metal layers <==
metal  wire, um  vias to the layer above  global-route usage  part of all wire
met5          0                        -                   0                 0
met4         22                        0             0.03316            0.0037
met3        503                        4             0.07833             0.084
met2       2967                       84              0.4381              0.50
met1       2465                      869              0.3713              0.41
li1           -                      870                   -                 -
==> metrics by stage <==
| step | cell area [um2] | utilization | worst slack, ps |
|---|---|---|---|
| final | 3556 | 0.8581 | -5843 |
| after global routing | 3556 | 0.8581 | -6052 |
| after CTS | 3506 | 0.8460 | -5873 |
| after detailed placement | 3307 | 0.7980 | -6309 |
| after global placement | 3307 | 0.7980 | -6225 |
| after floorplan | 1889 | - | -5598 |
==> logic make-up after synthesis <==
family	Yosys count	synth area share
compound gates	16	0.05435
flops	21	0.2774
mux	55	0.3303
simple gates	35	0.08571
fa+ha+maj	20	0.2021
buf+inv	7	0.01602
xor+xnor	7	0.03415
Power figures rest on the tool's default switching activity, not on a simulated workload.
